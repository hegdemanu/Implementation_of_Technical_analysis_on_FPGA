**config.mk**
```make
export PLATFORM = sky130hd
export DESIGN_NAME = memory
export DESIGN_NICKNAME = memory
export VERILOG_FILES = /design/flow/design.v
export SDC_FILE = /design/flow/constraint.sdc
export NUM_CORES = 4
export LEC_CHECK = 1
export CORE_UTILIZATION = 50
```
**constraint.sdc**
```tcl
current_design memory

set clk_period 2.3
set clk_io_pct 0.2

create_clock -name clk0 -period $clk_period [get_ports {clk}]

set non_clock_inputs [all_inputs -no_clocks]
set_input_delay [expr $clk_period * $clk_io_pct] -clock clk0 $non_clock_inputs
set_output_delay [expr $clk_period * $clk_io_pct] -clock clk0 [all_outputs]
```
**design.v**
```verilog
`timescale 1ns / 1ps
module memory (
    input wire clk,
    input wire rst,
    input wire [31:0] new_price,   
    input wire write_enable,       
    output reg [31:0] oldest_price,  
    output wire memory_full,       
    output reg [319:0] prices_flat,  
    output reg [3:0] fifo_data_count  
);
    reg [31:0] prices[9:0];  
    integer i;
    assign memory_full = (fifo_data_count >= 10);
    always @(posedge clk or posedge rst) begin
        if (rst) begin
            for (i = 0; i < 10; i = i + 1) begin
                prices[i] <= 0;
            end
            fifo_data_count <= 0;
            oldest_price <= 0;
        end else if (write_enable) begin
            oldest_price <= prices[0];  
            for (i = 0; i < 9; i = i + 1) begin
                prices[i] <= prices[i + 1];
            end
            prices[9] <= new_price;
            for (i = 0; i < 10; i = i + 1) begin
                prices_flat[i * 32 +: 32] <= prices[i];
            end
            if (fifo_data_count < 10)
                fifo_data_count <= fifo_data_count + 1;
        end
    end
endmodule
```
**run.sh**
```bash
#!/bin/bash
# OpenROAD 26Q1-2900-gdf79404cd8, Yosys 0.63+post, stock flow scripts
make -C /OpenROAD-flow-scripts/flow DESIGN_CONFIG=/design/flow/config.mk WORK_HOME=/design/flow/orfs finish
```
==> metrics.cfg <==
[sta]
setup-tns-final_ns = 0
slew_violations = 0
fmax_ghz = 0.482
finalClockPeriodUsage_pct = 90.3
clock_skew_ns = 0.0135
hold_viol = 0
slew_headroom_pct = 60.9
setup_viol = 0
rsz0062_at_grt = false
tightestPinTransition_ns = 0.586
fin_crit_ns = 2.08

[job]
cap_viol_max_count = 0
tool_warnings = 31

[global_route]
grt_pass1_wl_um = 69300
grt-ovfl-total = 0
grt_usage_pct = 21.6
grt_util_met2_pct = 29.1
grt_max_degree = 103
grt_busiest_layer = met1
use_met3_pct = 8.09
antenna_found_initial = 0
grtUsageMet1_pct = 38.9
grt_pass1_vias = 11209

[yosys]
yosys.area.top_type = edfxtp_1
syn_area_mm2 = 0.0231
ys_cells = 1087
syn_inst = 1087
top_cells_by_area = edfxtp_1 42%, dfrtp_1 39%, mux2_2 15%
synth_flops = 676
synth_seq_share_pct = 80.3
syn_avg_cell_area_um2 = 21.2
synth_cell_types = 17
synth-area-yosys_mm2 = 0.0231
yosysWarnings = 2
top_area_share_pct = 41.7

[route]
drtPass1Iterations = 4
antenna_left = 0
vias = 11011
diodes = 0
vias_per_cell = 5.02
drt_iter0_drc = 608
drc_errors = 0
wl_per_cell_um = 20.6
drt-total-wl_um = 45200

[cells_and_area]
logic_area_mm2 = 0.00413
final_layout_top_logic_cell = clkdlybuf4s50_1
layout-drive-gt1-share_pct = 28.8
ff_latch_area_mm2 = 0.0185
layout-area-overhead-vs-synth_pct = 29.9
final_cell_mix = 389 x clkdlybuf4s50_1, 355 x dfrtp_1, 320 x edfxtp_1
final.fill_count = 3090
final_core_util_pct = 65.9
fin_area_mm2 = 0.0300

[setup_path]
cp_common_cell = buf_4
path_class = reg2out
cp.arrival_ns = 1.62
startpoint_type = register
critPathMaxStageDelay_ns = 0.40
crit_chain = buf_4 -> buf_4 -> clkdlybuf4s50_1
cp_max_fo = 4
cp-end-kind = output pin
slowest_stage = clkdlybuf4s50_1
critPathRequiredTime_ns = 1.84

[placed_design]
place_area_mm2 = 0.0278
dp_hpwl_um = 29800
place.gp.congestion = 0.831
portBuffers = 391

[die]
die_y_um = 217
core_mm2 = 0.0455
rows = 78
die_w_um = 217
dieArea_mm2 = 0.0470
pin_count = 392
core_util_floorplan_pct = 50.7

[hold_path]
hp-class = in2reg

[power_and_ir_drop]
p_leak_nw = 11.6
total_power_mw = 32.6
p_per_area_mw_per_mm2 = 1090
ir_drop_uv = 655

[clocking]
cts_tree = done
clockBufferDepth = 3
cts_sinks = 676
clk_latency_ns = 0.58
cts_buffers = 69
cts_root_buffer = clkbuf_16
cts_max_level = 3
clk_pin_slew_ns = 0.05

[outcome]
status = finished, final reports clean

[critical path, delay by kind of cell, from the launching register on]
family   cells  cell delay, ns
buf+inv      3            0.67
flops        1            0.38
[cell families after synthesis]
family	count (synthesis)	share of synthesized area, %
buffers and inverters	43	1.92
multiplexers	352	17.3
adder cells (fa/ha/maj)	2	0.108
XOR/XNOR	1	0.0380
AND-OR/OR-AND	8	0.228
AND/OR/NAND/NOR	5	0.0813
flip-flops	676	80.3
[cell type report]
class / count / share of cell area, %
timing repair buffer: 423 / 14.7
tap: 600 / 2.51
inverter: 3 / 0.0585
multi-input combinational: 368 / 13.8
sequential: 676 / 61.8
clock inverter: 19 / 0.380
clock buffer: 106 / 6.74
[worst paths after layout]
| check | start | to | slack, ns | depth (start not counted) |
|---|---|---|---|---|
| max in group asynchronous | rst | fifo_data_count[1] | 1.24 | 3 |
| max reg2reg | fifo_data_count[0] | fifo_data_count[2] | 1.10 | 6 |
| min reg2reg | prices[9][3] | prices_flat[291] | 0.46 | 0 |
| min in group asynchronous | rst | prices[5][1] | 0.51 | 3 |
| min | write_enable | fifo_data_count[1] | 0.36 | 4 |
| max | fifo_data_count[0] | fifo_data_count[0] | 0.22 | 3 |
[repair_timing]
item	in CTS	in global routing
hold buffers	0	0
hold endpoints to repair	0	0
setup endpoints to repair	1	1
buffers inserted	3	1
resized	2	2
[synth_stat cells, drive strengths merged]
cell and instances:
a211o 1, a21oi 2, a41o 1, buf 40, dfrtp 356, edfxtp 320
ha 2, inv 3, mux2 352, nand2 4, nor2 1, o21ai 3
o31a 1, xnor2 1
[registers in the layout, summed over array words and instances, names as in the netlist]
name	count
fifo_data_count	4
prices_flat	320
prices	320
oldest_price	32
[report_power, final]
part	internal (mW)	switching [mW]	total, mW
Clock	6.16	4.26	10.4
Sequential	16.0	1.92	17.9
Combinational	3.25	1.11	4.36
[metal layers]
| layer | wire [um] | vias to the layer above |
|---|---|---|
| met5 | 0 | - |
| met4 | 1060 | 0 |
| met3 | 4110 | 73 |
| met1 | 19600 | 5612 |
| met2 | 20400 | 332 |
| li1 | - | 4994 |
[through the flow]
stage	setup slack, ns	instances	hold slack, ns
3_3_place_gp	0.210	2066	0.447
3_5_place_dp	0.223	2066	0.451
6_report	0.224	2195	0.355
5_1_grt	0.157	2195	0.326
4_1_cts	0.0118	2194	0.316
2_1_floorplan	-3.55	1087	0.434
